<file path="flow/run.sh">
#!/bin/bash
# OpenROAD 26Q1-2900-gdf79404cd8, Yosys 0.63+post, stock flow scripts
make -C /OpenROAD-flow-scripts/flow DESIGN_CONFIG=/design/flow/config.mk WORK_HOME=/design/flow/orfs finish
</file>
<file path="flow/config.mk">
export PLATFORM = sky130hd
export DESIGN_NAME = multiply
export DESIGN_NICKNAME = multiply
export VERILOG_FILES = /design/flow/design.v
export SDC_FILE = /design/flow/constraint.sdc
export NUM_CORES = 4
export LEC_CHECK = 1
export CORE_AREA = 10 10 84 84
export DIE_AREA = 0 0 94 94
</file>
<file path="flow/constraint.sdc">
current_design multiply

set clk_period 3.6
set clk_io_pct 0.2

create_clock -name clk0 -period $clk_period [get_ports {clk}]

set non_clock_inputs [all_inputs -no_clocks]
set_input_delay [expr $clk_period * $clk_io_pct] -clock clk0 $non_clock_inputs
set_output_delay [expr $clk_period * $clk_io_pct] -clock clk0 [all_outputs]
</file>
<file path="flow/design.v">
module multiply(input clk,input [3:0] a,b,output reg [7:0] res);
  always @(posedge clk)
    res<=a*b;
endmodule
</file>
==> out/metrics.yaml <==
critical_path:
  worstSetupPathType: "input port to flop"
  cp_data_required_time_ns: 3.74
  crit_fanout: 4
  crit_arrival_ns: 3.47
  setup.worst_path.start_class: "input port"
  critical_path.endpoint_type: "flop"
cts:
  clk_pin_slew_ns: 0.04
  cts_setup_buffers: 0
  clock-sinks: 8
  cts-hold-fix-buffers: 0
  cts_resized: 0
  cts_tree: "yes"
  cts_buffers: 3
  htreeDepth: 1
  clockBufferDepth: 2
  cts-root-buf: "clkbuf_8"
floorplan:
  dieWidth_um: 94
  die_h_um: 94
  die_area_sq_um: 8840
  core_util_floorplan_pct: 11.7
  core_sq_um: 5200
  row_count: 26
  ios: 17
min_path:
  hp-class: "input port to flop"
route:
  wl_met1_um: 667
  dr_wl_met2_um: 430
  wl_met3_um: 98
  n_antenna_cell: 0
  ant_nets: 0
  drc: 0
  drt_wl_total_um: 1220
  vias: 462
  wl_per_cell_um: 8.22
  viasPerCell: 3.12
  dr.max_layer_used: "met4"
  dr.pass1.iters: 3
  drtIter0Drc: 13
cells_and_area:
  reg_top3: "res x8"
  logic_area_sq_um: 435
  regArea_sq_um: 160
  area_delta_synth_final_pct: 47.6
  regMostFlops: "res"
  drive_above_1_share_pct: 5.13
  fillCellCount: 605
  largest_register_ffs: 8
synth:
  synth_chip_area_sq_um: 607
  netlist_area_sq_um: 607
  top_area_share_pct: 26.4
  ys_cells: 59
  synthArstFlopShare_pct: 0
  yosysWarnings: 1
  syn_inst: 59
  avgSynthCellArea_sq_um: 10.3
  yosysTopAreaCell: "dfxtp_1"
  synth_cell_types: 18
  area_leaders: "dfxtp_1, ha_1, and2_1"
  edf_count: 0
  ff_type: "dfxtp_1"
  ys.flops: 8
  most_common_cell: "and2_1"
  ys_top_cells_by_count: "and2_1, ha_1, dfxtp_1"
  synth_seq_share_pct: 26.4
final_timing:
  final.setup.tns_ns: 0
  worstMarginPinSlew_ns: 0.316
  fmax_ghz: 0.300
  period_needed_ns: 3.34
  fin_hold_ws_ns: 1.16
  max-slew-margin-rel_pct: 78.8
  finalClockPeriodUsage_pct: 92.7
  rsz0062_at_grt: "no"
  setup_viol: 0
  hold_violations: 0
  slew_viol_final: 0
global_routing:
  antenna_found_initial: 0
  grt_usage_pct: 2.75
  gr-total-overflow: 0
  grt_pass1_vias: 458
  grt_pass1_wl_um: 1980
  grt_max_degree: 6
placed_design:
  port_buffers: 16
  routabilityCongestion: 0.687
  dpl.hpwl_um: 1120
power:
  p_int_uw: 245
  cellLeakagePower_nw: 0.400
  peakVddDrop_mv: 0.107
  swShare_pct: 23.4
  pwr-share-seq_pct: 35.0
  comb_power_share_pct: 32.7
  pwr-share-clk_pct: 32.4
  power_density_nw_per_um2: 357
  p_switching_uw: 74.9
job:
  cap_violations: 0
  warnings: 25
status:
  outcome: "complete, no violations"
layout by cell type, fill, tap and decap left out, drive strengths merged, types with 2 or more instances in the layout:
cell type and n:
fa 4, a21o 2, dfxtp 8, inv 3, and2 13, ha 12
nand2 3, a21oi 3, xnor2 2, clkbuf 3, clkdlybuf4s50 16, nor2 2
worst max-delay path, cell delays in order:
cell and delay (ns):
clkdlybuf4s50_1 0.53, nand2_1 0.10, fa_1 0.53, inv_1 0.05
fa_1 0.52, ha_1 0.32, a211oi_1 0.09, or4b_1 0.51
o2111ai_1 0.10
logic make-up (layout without fill, tap and decap cells):
logic type | Yosys count | after routing | synth area share, %
flops | 8 | 8 | 26.4
fa+ha+maj | 16 | 16 | 37.9
xor+xnor | 3 | 3 | 4.33
simple gates | 20 | 20 | 19.6
compound gates | 9 | 9 | 9.90
buf+inv | 3 | 22 | 1.86
metrics by stage:
step                      power, mW  cells  setup slack [ns]  utilization (%)  instance area [sq um]
final                         0.320    148             0.264             17.2                    896
after CTS                     0.329    148             0.252             17.2                    896
after detailed placement      0.221    145            0.0171             16.4                    855
after global placement        0.221    145           0.00480             16.4                    855
after floorplan               0.160     59             0.687                -                    607
after global routing          0.347    148             0.141             17.2                    896
worst paths after layout:
kind | startpoint | to | cells past startpoint
min | b[0] | res[0]$_DFF_P_ | 2
max | a[0] | res[7]$_DFF_P_ | 9
power by group through the flow:
stage	combinational (mW)	clock, mW	sequential, mW
final	0.104	0.103	0.112
after global routing	0.119	0.115	0.114
after CTS	0.108	0.109	0.112
metal layers:
layer | vias up | GRT usage, %
met5 | - | 0
met4 | 0 | 1.01
met3 | 2 | 1.37
met2 | 14 | 3.34
met1 | 205 | 3.98
li1 | 241 | -
cell type report:
cell class / count / share of cell area [%]
clock buffers: 3 / 4.61
inverters: 3 / 1.26
multi-input cells: 48 / 48.6
flip-flops and latches: 8 / 17.9
well taps: 70 / 9.78
repair buffers: 16 / 17.9
Power is estimated from default activity; no workload was simulated.
